File: /design/flow/design.v
module two_input_mux (a, b, sel, out);
	input[31:0] a, b;
	input sel;
	output[31:0] out;
	assign out = sel ? a : b;	 
endmodule
module mux_2_input (out, a, b, sel);
	output out;
	input a, b, sel;
	wire nsel,	 
		 asel, 	 
		 bsel, 	 
		 out;	 
	not u1(nsel, sel); 		 
	and u2(asel, a, nsel);	 
	and u3(bsel, b, sel);	 
	or u4(out, asel, bsel);	 
endmodule
module test_1bit_mux ();
	reg a, b, sel;
	wire out;
	mux_2_input dut(	.a (a),
						.b (b),
						.sel (sel),
						.out (out) );
	initial begin
	a = 0; b = 0; sel = 0; #1
	if (out != 0) begin
		$display("test 1 failed. %b ? %b : %b should equal 0, output = %b",sel, a, b, out);
	end
	a = 1; b = 0; sel = 1; #1
	if (out != 0) begin
		$display("test 2 failed. %b ? %b : %b should equal 0, output = %b",sel, a, b, out);
	end
	a = 1; b = 0; sel = 0; #1
	if (out != 1) begin
		$display("test 3 failed. %b ? %b : %b should equal 1, output = %b",sel, a, b, out);
	end
	end
endmodule
File: /design/flow/run.sh
#!/bin/bash
# OpenROAD 26Q1-2900-gdf79404cd8, Yosys 0.63+post, stock flow scripts
make -C /OpenROAD-flow-scripts/flow DESIGN_CONFIG=/design/flow/config.mk WORK_HOME=/design/flow/orfs finish
File: /design/flow/config.mk
export PLATFORM = sky130hd
export DESIGN_NAME = two_input_mux
export DESIGN_NICKNAME = two_input_mux
export VERILOG_FILES = /design/flow/design.v
export SDC_FILE = /design/flow/constraint.sdc
export NUM_CORES = 4
export LEC_CHECK = 1
export CORE_AREA = 10 10 71 71
export DIE_AREA = 0 0 81 81
File: /design/flow/constraint.sdc
current_design two_input_mux

set clk_period 1.0
set clk_io_pct 0.2

create_clock -name clk0 -period $clk_period

set non_clock_inputs [all_inputs -no_clocks]
set_input_delay [expr $clk_period * $clk_io_pct] -clock clk0 $non_clock_inputs
set_output_delay [expr $clk_period * $clk_io_pct] -clock clk0 [all_outputs]
==> results.cfg <==
; yosys + openroad results
[worst_setup_path]
cp.arrival_ns = 0.88
worstPathRequired_ns = 0.80
cp-end-kind = primary output
crit_start = sel
crit_type = in -> out
worst-path-max-fanout = 10
crit_end = out[5]
cp-start-kind = input port

[routing]
drc_errors = 0
dr.pass1.iters = 2
vias = 681
drtAntennaViolNets = 0
insertedDiodeCount = 0
drt_wl_total_um = 2812
drt-initial-drc-count = 1
wire_per_inst_um = 15.45
vias_per_cell = 3.742

[yosys]
ys_seq_share = 0
netlist_area_sq_um = 544.3
synth_top_area_share = 0.8276
ys_warn_count = 0
syn_area_per_cell_sq_um = 15.12
largest_area_cell = mux2_4
yosysCellCount = 36
synthCells = 36
top_cells_by_area = mux2_4 (83%), buf_12 (11%), mux2_2 (4.1%)
ys_chip_area_sq_um = 544.3
ys_types = 4

[final_layout]
drive_gt1_frac = 0.5224
area_growth_pct = 183.9
register_area_sq_um = 0
nClkBuffers = 0
nFlopsAndLatches = 0
final_util = 0.4253

[die]
initCoreUtil = 0.1498
placementRows = 22
io_pins = 97
die_x_um = 81
core_area_sq_um = 3633
die_h_um = 81
die_area_sq_um = 6561

[global_routing]
grt_pass1_vias = 754
grt_max_degree = 11
grt_pass1_wl_um = 3919
grt_overflow = 0
antenna_found_initial = 0
grt_usage = 0.07379

[run]
drv_cap = 0
warnings = 34

[final_timing]
relSlewSlack = 0.9437
worst_slew_pin_slew_ns = 0.08439
finalHoldViolations = 0
max_freq_mhz = 925.8
finalCritPeriodShare = 1.080
min_period_ns = 1.080
slew_violations = 0
grt_setup_unrepaired = yes
fin_ws_ns = -0.08014
setup_viol = 32

[hold_path]
hold_class = in -> out
whs_path_depth = 3

[pwr]
seq_power_share = 0
vdd_drop_max_mv = 0.1312
p_clk_frac = 0
swShare = 0.2253
power_switching_uw = 138.3
p_leak_nw = 0.8375
internal_power_uw = 475.6
power_frac_comb = 1.000
total_power_uw = 613.9
power_density_nw_per_um2 = 397.3

[status]
failed_checks = setup timing
status = finished, violations left

[placement]
gp_congestion = 0.8523
hpwl_um = 2554
place_ws_ns = -0.5324
portBuffers = 97

[clock_network]
cts_hold_buffers = 0
layout make-up:
type | count | area (sq um)
multi-input cells | 32 | 480.5
repair buffers | 102 | 1005
well taps | 48 | 60.06
fillers | 360 | 2088
kinds of logic after synthesis:
family	count (synthesis)	share of synthesized area
buffers and inverters	4	0.1310
muxes	32	0.8690
metrics by stage:
step / instance area (sq um) / hold WS (ns) / instances / setup TNS, ns
after CTS: 1501 / 0.8006 / 182 / -2.351
after global routing: 1545 / 0.8114 / 182 / -2.646
after global placement: 1559 / 1.261 / 180 / -16.31
final: 1545 / 0.7980 / 182 / -2.216
after floorplan: 544.3 / 0.4977 / 36 / 0
after detailed placement: 1559 / 1.269 / 180 / -16.56
worst max-delay path, stage by stage:
cell and delay [ns]:
buf_12 0.12, buf_12 0.14, mux2_4 0.30, buf_6 0.11
cell usage in the layout (no fill, tap or decap):
cell            n
buf_12          4
buf_16          1
dlygate4sd2_1  64
buf_2           5
buf_6          27
mux2_4         32
buf_4           1
cell usage after synthesis:
| cell | n |
|---|---|
| mux2_2 | 2 |
| buf_12 | 3 |
| buf_6 | 1 |
| mux2_4 | 30 |
metal layers:
| layer | vias to the layer above | share of wire | GRT usage |
|---|---|---|---|
| met2 | 50 | 0.50 | 0.1322 |
| met3 | 0 | 0.11 | 0.02561 |
| li1 | 332 | - | - |
| met5 | - | 0 | 0 |
| met1 | 299 | 0.40 | 0.08829 |
| met4 | 0 | 0 | 0 |
power by group through the flow:
stage | registers, mW | clock network, mW | logic, mW
finish | 0 | 0 | 0.614
global route | 0 | 0 | 0.656
CTS | 0 | 0 | 0.598
worst min-delay path by stage:
stage / from / to / slack (ns)
6_report: b[31] / out[31] / 0.80
5_1_grt: b[14] / out[14] / 0.81
4_1_cts: a[14] / out[14] / 0.80
timing repair:
item                                    in CTS  in global routing
buffers inserted                             1                  0
gates resized                              187                  7
endpoints found under the setup margin      32                 32
gates cloned                                 1                  0
Power figures rest on the tool's default switching activity, not on a simulated workload.
