`./run.sh`:
```
#!/bin/bash
# OpenROAD 26Q1-2900-gdf79404cd8, Yosys 0.63+post, stock flow scripts
make -C /OpenROAD-flow-scripts/flow DESIGN_CONFIG=/design/flow/config.mk WORK_HOME=/design/flow/orfs finish
```
`./config.mk`:
```
export PLATFORM = sky130hd
export DESIGN_NAME = if_alu
export DESIGN_NICKNAME = if_alu
export VERILOG_FILES = /design/flow/design.v
export SDC_FILE = /design/flow/constraint.sdc
export NUM_CORES = 4
export LEC_CHECK = 1
export CORE_AREA = 10 10 70 70
export DIE_AREA = 0 0 80 80
```
`./constraint.sdc`:
```
current_design if_alu

set clk_period 5.5
set clk_io_pct 0.2

create_clock -name clk0 -period $clk_period

set non_clock_inputs [all_inputs -no_clocks]
set_input_delay [expr $clk_period * $clk_io_pct] -clock clk0 $non_clock_inputs
set_output_delay [expr $clk_period * $clk_io_pct] -clock clk0 [all_outputs]
```
`./design.v`:
```
module if_alu(in, out);
	input[31:0] in;
	output[31:0] out;
	assign out = in + 4;
endmodule
module big_alu(in1, in2, ctrl, zero, carryout, overflow, result);
	input[31:0] in1, in2;
	input[2:0] ctrl;
	output reg [31:0] result;
	output zero, carryout, overflow;
	localparam 	ADD = 3'd0,
				SUB = 3'd1,
				XOR = 3'd2,
				SLT = 3'd3,
				AND = 3'd4,
				NAND = 3'd5,
				NOR = 3'd6,
				OR = 3'd7;
	always @(ctrl) begin
		case(ctrl)
			ADD: begin
			result <= in1 + in2;  
			end
		endcase
	end
endmodule
module test_adder ();
	reg[31:0] in1, in2;
	reg[2:0] ctrl;
	wire zero, carryout, overflow;
	wire[31:0] result;
	big_alu dut
		(
		.in1 (in1),
		.in2 (in2),
		.ctrl (ctrl),
		.zero (zero),
		.carryout (carryout),
		.overflow (overflow),
		.result (result)
		);
	initial begin
		in1 = 32'h00000001;
		in2 = 32'h00000001;
		if (result == 32'h00000010) begin
			$display("test failed. expected 32'h00000010 recieved %h",result);
		end
	end
endmodule 
```
==> notes.md <==
flow finished, numbers: most numerous cell in the Yosys netlist xnor2_1, CP max stage cell clkdlybuf4s50_1, Max Slew Vio Count 0, Max Fclk 0.2261 GHz, commonest cells in the netlist xnor2_1 (21), nand2_1 (10), nand3_1 (10), I/O Buffers 60, Flop area 0 µm², yosys cell count 83, Worst VDD drop 0.02909 mV, Final setup viols 0, design area 1224 µm², Yosys Chip Area 580.6 µm², Final Critical Period 4.422 ns, critical path class input port to output port, Tot Pwr 0.00006960 W, clkbuf count 0, # diodes 0, outcome finished clean, Seq/Total Area, Yosys 0%, largest net degree at the start of global routing 9, setup TNS 0 ns, final hold vios 0, DRT antenna net count 0, Cell Pwr Density 56.88 nW/µm², biggest area cells xnor2_1 (32%), xor2_1 (11%), nand4_1 (9.7%), nand3_1 (8.6%), nor4_4 (7.3%), Max-Cap Viols 0, via count 775, wire per inst 12.13 µm, Cell Area, Synth 580.6 µm², Worst Max-Slew Pin Slew 0.4983 ns, Worst EP required 4.40 ns, Ys Warns 0, Tool Warnings 32, CP top delay family buffers and inverters, Leakage 0.4231 nW, die width 80 µm, initial antenna violation count 0, Cells after DPL 187, P&R area growth vs syn 110.8%, final wirelength 2269 µm, Chip Area 6400 µm², fin cells 187, crit-path max FO 8, RSZ-0062 raised after global routing no, vias in the first global route 822, Setup Buffers After CTS 0, drc violations 0, row cnt 21, Crit path buffers/inverters 2, hold path start in[0], Post-Syn Instances 83, share of layout cells above drive strength 1 4.965%, CP most frequent cell clkdlybuf4s50_1, HP Class input port to output port, Hold Path End out[0], number of distinct library cells after synthesis 18, global route overflow 0, global-route wire length before repair 3836 µm, critical-path cell list clkdlybuf4s50_1 > ha_1 > nand3_1 > nor4_4 > nand4_1 > xnor2_1 > clkdlybuf4s50_1, GPL Wtd Cong 0.7335, Iteration-0 DRC Markers 36, # hold bufs at CTS 0, slowest stage delay, CP 0.53 ns, die height 80 µm, GR Util All Layers 7.112%, Resize count post-CTS 0, IO Pins 64, final core utilization 35.82%, data arrival time of the critical path 3.32 ns, Top-area cell share 31.68%, floorplan core density 17.00%, worst hold path cell count 0, DP Area 1224 µm², Syn Area/Cell 6.995 µm², CP startpoint kind input port, count of TritonRoute iterations in the first routing pass 5, largest area contributor in the netlist xnor2_1, Core ar. 3416 µm², HPWL Detailed 2027 µm, layout filler cell count 348, Rel. slew slack 66.53%, Vias/cell 4.144, cycle use final 80.40%, Crit. End Element output port, sequential cell count 0
[through the flow]
stage / worst slack (ns) / hold WS [ns]
after detailed placement: 1.028 / 2.200
after global placement: 1.088 / 2.200
after floorplan: 2.332 / 2.209
after global routing: 0.8547 / 2.200
after CTS: 1.027 / 2.200
final: 1.078 / 2.200
[report_power, final]
group / internal [W] / switching, W / total, W / leakage [nW]
Sequential: 0 / 0 / 0 / 0
Clock: 0 / 0 / 0 / 0
Combinational: 0.0000483 / 0.0000213 / 0.0000696 / 0.423
[cell type report]
| class | count | area [µm²] | share of cell area [%] |
|---|---|---|---|
| multi-input cells | 79 | 558.0 | 45.60 |
| repair buffers | 60 | 600.6 | 49.08 |
| well taps | 46 | 57.56 | 4.703 |
| inverters | 2 | 7.507 | 0.6135 |
[logic make-up (layout without fill, tap and decap cells)]
kind of cell	count (synthesis)	in the layout	synth area share [%]
adder cells (fa/ha/maj)	1	1	2.155
XOR/XNOR	28	28	42.24
AND/OR/NAND/NOR	50	50	51.72
buffers and inverters	4	62	3.879
[placed cells by master (no fill, tap or decap), types with 3 or more instances in the layout]
master / n
xor2_1: 7
nor2_1: 7
nand3_1: 10
nand2_1: 10
nor3_1: 3
clkdlybuf4s50_1: 60
nand4_1: 9
xnor2_1: 21
[how the worst max path moves through the flow]
stage	cells past startpoint	slack [ns]	end	from
6_report	7	1.08	out[28]	in[2]
5_1_grt	7	0.85	out[28]	in[2]
4_1_cts	7	1.03	out[28]	in[2]
[per-layer routing]
metal	GRT usage (%)	up-vias	wire length [µm]
met3	3.295	0	325
met1	8.570	333	860
met5	0	-	0
met4	0	0	0
li1	-	412	-
met2	11.96	30	1083
Power and IR drop assume default switching activity.
